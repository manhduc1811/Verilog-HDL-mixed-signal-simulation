$ cat /design/flow/design.v
module MPPTailErase (clk,enableBeacon,enableDigitalLF,enablePressure,MPPsignal_out);
    input clk;
    input enableBeacon;
	input enableDigitalLF;
	input enablePressure;
    output signed [23:0] MPPsignal_out;
    reg signed [23:0] BeaconData [0:39];
	reg signed [23:0] DigitalLF [0:22];
	reg signed [23:0] Pressure [0:51];
    integer i;
	integer i_digLF;
	integer i_press;
    reg signed [23:0] MPPsignal_out; 
    initial begin
        i = 0;
	BeaconData[0] =  1920;
	BeaconData[1] =  1920;
	BeaconData[2] =  1920;
	BeaconData[3] =  1920;
	BeaconData[4] =  1920;
	BeaconData[5] =  1920;
	BeaconData[6] =  1920;
	BeaconData[7] =  1920;
	BeaconData[8] =  1580;
	BeaconData[9] =   798;
	BeaconData[10] =   -3;
	BeaconData[11] = -804;
	BeaconData[12] =-1585;
	BeaconData[13] =-1920;
	BeaconData[14] =-1920;
	BeaconData[15] =-1920;
	BeaconData[16] =-1920;
	BeaconData[17] =-1920;
	BeaconData[18] =-1920;
	BeaconData[19] =-1920;
	BeaconData[20] =-1920;
	BeaconData[21] =-1920;
	BeaconData[22] =-1920;
	BeaconData[23] =-1920;
	BeaconData[24] =-1920;
	BeaconData[25] =-1920;
	BeaconData[26] =-1920;
	BeaconData[27] =-1920;
	BeaconData[28] =-1577;
	BeaconData[29] = -798;
	BeaconData[30] =    3;
	BeaconData[31] =  804;
	BeaconData[32] = 1585;
	BeaconData[33] = 1920;
	BeaconData[34] = 1920;
	BeaconData[35] = 1920;
	BeaconData[36] = 1920;
	BeaconData[37] = 1920;
	BeaconData[38] = 1920;
	BeaconData[39] = 1920;
    end
	initial begin
		i_digLF = 0;
	DigitalLF[0]  = 1920;
	DigitalLF[1]  = 1920;
	DigitalLF[2]  = 1920;
	DigitalLF[3]  = 1920;
	DigitalLF[4]  = 1100;
	DigitalLF[5]  = -300;
	DigitalLF[6]  = -1600;
	DigitalLF[7]  = -1920;
	DigitalLF[8]  = -1920;
	DigitalLF[9]  = -1920;
	DigitalLF[10] = -1920;
	DigitalLF[11] = -1920;
	DigitalLF[12] = -1920;
	DigitalLF[13] = -1920;
	DigitalLF[14] = -1920;
	DigitalLF[15] = -1600;
	DigitalLF[16] = -300;
	DigitalLF[17] = 1100;
	DigitalLF[18] = 1920;
	DigitalLF[19] = 1920;
	DigitalLF[20] = 1920;
	DigitalLF[21] = 1920;
	DigitalLF[22] = 1920;
	end
	initial begin
		i_press = 0;
	Pressure[0]  = 1920;
	Pressure[1]  = 1920;
	Pressure[2]  = 1920;
	Pressure[3]  = 1920;
	Pressure[4]  = 1920;
	Pressure[5]  = 1920;
	Pressure[6]  = 1920;
	Pressure[7]  = 1920;
	Pressure[8]  = 1920;
	Pressure[9]  = 1920;
	Pressure[10] = 1580;
	Pressure[11] = 1028;
	Pressure[12] = 226;
	Pressure[13] = -384;
	Pressure[14] = -990;
	Pressure[15] = -1580;
	Pressure[16] = -1920;
	Pressure[17] = -1920;
	Pressure[18] = -1920;
	Pressure[19] = -1920;
	Pressure[20] = -1920;
	Pressure[21] = -1920;
	Pressure[22] = -1920;
	Pressure[23] = -1920;
	Pressure[24] = -1920;
	Pressure[25] = -1920;
	Pressure[26] = -1920;
	Pressure[27] = -1920;
	Pressure[28] = -1920;
	Pressure[29] = -1920;
	Pressure[30] = -1920;
	Pressure[31] = -1920;
	Pressure[32] = -1920;
	Pressure[33] = -1920;
	Pressure[34] = -1920;
	Pressure[35] = -1920;
	Pressure[36] = -1580;
	Pressure[37] = -990;
	Pressure[38] = -384;
	Pressure[39] = 226;
	Pressure[40] = 1028;
	Pressure[41] = 1580;
	Pressure[42] = 1920;
	Pressure[43] = 1920;
	Pressure[44] = 1920;
	Pressure[45] = 1920;
	Pressure[46] = 1920;
	Pressure[47] = 1920;
	Pressure[48] = 1920;
	Pressure[49] = 1920;
	Pressure[50] = 1920;
	Pressure[51] = 1920;	
	end
    always@ (posedge(clk))
    begin
	if(enableBeacon)
	begin
		MPPsignal_out = BeaconData[i];
        	i = i+ 1;
        	if(i == 40)
            	i = 0;
	end
	else
		if (enableDigitalLF)
		begin
			MPPsignal_out = DigitalLF[i_digLF];
			i_digLF = i_digLF+1;
			if (i_digLF == 23)
				i_digLF = 0;
		end
		else
			if (enablePressure)
			begin
				MPPsignal_out = Pressure[i_press];
				i_press = i_press+1;
				if (i_press == 52)
					i_press = 0;
			end
			else
				MPPsignal_out = 0;
    end
endmodule
$ cat /design/flow/constraint.sdc
current_design MPPTailErase

set clk_period 6.1
set clk_io_pct 0.2

create_clock -name clk0 -period $clk_period [get_ports {clk}]

set non_clock_inputs [all_inputs -no_clocks]
set_input_delay [expr $clk_period * $clk_io_pct] -clock clk0 $non_clock_inputs
set_output_delay [expr $clk_period * $clk_io_pct] -clock clk0 [all_outputs]
$ cat /design/flow/config.mk
export PLATFORM = sky130hd
export DESIGN_NAME = MPPTailErase
export DESIGN_NICKNAME = MPPTailErase
export VERILOG_FILES = /design/flow/design.v
export SDC_FILE = /design/flow/constraint.sdc
export NUM_CORES = 4
export LEC_CHECK = 1
export CORE_UTILIZATION = 30
$ cat /design/flow/run.sh
#!/bin/bash
# OpenROAD 26Q1-2900-gdf79404cd8, Yosys 0.63+post, stock flow scripts
make -C /OpenROAD-flow-scripts/flow DESIGN_CONFIG=/design/flow/config.mk WORK_HOME=/design/flow/orfs finish
==> impl_metrics.ini <==
; generated from flow reports
[job]
log.warning_count = 44
maxCapViolations = 0

[sta]
finalCriticalPeriod_ns = 3.37
finalSetupTns_ns = 0
clock.fmax_ghz = 0.296
finalHoldViolations = 0
report.final.slew_viol_count = 0
setup_ws_ns = 2.73
timing_worst_slew_pin_value_ns = 0.650
final-setup-viol-count = 0
final.setup_skew_ns = 0.0111
min_period_over_period_pct = 55.3
slew-limit-headroom_pct = 56.5
setup_repair_after_global_routing_missed_its_margin = false

[final_layout]
final_core_utilization_pct = 33.5
layout_filler_cell_count = 2415
final_layout_top_logic_cells = 96 x edfxtp_1, 54 x nand2_1, 53 x xnor2_1
final_common_cell = edfxtp_1
fraction_of_final_layout_cells_sized_beyond_drive_strength_1_pct = 6.83
finalInstanceArea_sq_mm = 0.00816
syn2layout_area_growth_pct = 9.76

[logic_synthesis]
synthesis.yosys.warnings = 1
synth_cell_type_count = 74
synth.cell_area_sq_mm = 0.00743
synth_async_sr_flop_share_pct = 0
multiplexer_share_of_the_synthesized_area_pct = 0.959
xor_xnor_share_of_the_synthesized_area_pct = 10.6
synth-compound-area-share_pct = 11.6
yosys.area_share.simple_pct = 24.9
ys_dominant_reg_cell = edfxtp_1
post_synth.cell_area_avg_sq_um = 9.62
number_of_flops_mapped_to_enable_cells_by_yosys = 96
post_synth_fa_ha_maj_area_fraction_pct = 4.21
ys_chip_area_sq_mm = 0.00743
numSynthFlops = 108
yosys-stat-cells = 773
fraction_of_the_yosys_area_taken_by_sequential_cells_pct = 42.0
postSynthCellCount = 773
synth.comb.largest_family = simple AND/OR/NAND/NOR gates

[floorplan]
dieWidth_microns = 159
chip_area_sq_mm = 0.0254
ioPinCount = 28
core-area_sq_mm = 0.0243
rows = 57
fp_util_pct = 30.6
floorplan.die.height_microns = 159

[power_and_ir_drop]
vdd.ir_drop.worst_mv = 0.116
pwr_density_cell_mw_per_mm2 = 205
leak_pwr_nw = 2.73

[worst_setup_path]
critPathRequiredTime_ns = 6.20
crit_path_max_fanout = 16
cp_slowest_stage_delay_ns = 0.65
critical_path.reg2reg.startpoint = i_digLF[4]$_SDFFCE_PN0P_
critical-path-top-cell-by-count = nand4_1
reg2reg_slack_ns = 2.73
worstSetupPathType = reg -> reg
timing.critical_path.to_type = flop
worstSetupStartpoint = i_digLF[4]$_SDFFCE_PN0P_
launching_element_type_of_the_critical_path = flop
timing.critical_path.buf_inv = 0
worstPathCellList = nand4_1, nor2_1, nand4_1, xnor2_1, or4b_2, nor4_2, nor2b_1
timing.critical_path.max_delay_family = simple AND/OR/NAND/NOR gates
critPathArrivalTime_ns = 3.48
crit-reg2reg-capture = i_digLF[1]$_SDFFCE_PN0P_
cpMaxStageDelayCell = edfxtp_1
reg2regPathDepth = 7

[clocking]
post-cts-setup-buffers = 0
clkLatencyLatePin_ns = 0.37
clockRootBuffer = clkbuf_16
cts_tree = yes
resize_count_post_cts = 0
cts.sinks = 108
cts_max_path_bufs = 2
cts.clk_slew.worst_paths_ns = 0.09
htreeDepth = 3
cts_hold_buffers = 0
tritoncts_buffers = 9

[placement]
placement.io_buffers = 27
dpl-instance-area_sq_mm = 0.00784
place_congestion = 0.857
dpl_wire_length_mm = 10.9
post-place-ws_ns = 2.77

[routing]
antennaDiodeCount = 0
drt-met1-wl_mm = 7.62
vias = 5623
detailroute.wirelength.met3_microns = 723
antenna_violating_nets_post_route = 0
first_pass_iters = 5
drtIter0Drc = 384
vias_per_cell = 5.18
drt-total-wl_mm = 15.5
wl_met2_mm = 6.97
topRoutingLayerUsed = met4
routed_wire_length_per_instance_microns = 14.2
drcViolationCount = 0

[grt]
global_route_wire_length_before_repair_mm = 26.2
antenna_found_initial = 0
grt_start_max_net_pins = 43
grt_pass1_vias = 5195
grt.total_usage_pct = 12.8
global_route.overflow_total = 0

[min_path]
hold_path_depth = 1
hold_end = i_digLF[31]$_SDFFCE_PN0P_
min-delay-path-class = reg -> reg
min_delay_startpoint = i_digLF[31]$_SDFFCE_PN0P_

[run_status]
outcome = finished clean
-- final cells by class --
class / instances / area (sq um) / share of cell area (%)
clock buffers: 9 / 225 / 2.76
repair buffers: 32 / 303 / 3.71
flip-flops and latches: 108 / 3120 / 38.3
well taps: 324 / 405 / 4.97
clock inverters: 7 / 91.3 / 1.12
multi-input cells: 572 / 3890 / 47.6
inverters: 33 / 124 / 1.52
-- where the power goes --
group	switching (mW)	leakage, nW	total, mW	internal (mW)
Sequential	0.0559	1.01	0.900	0.844
Clock	0.311	0.152	0.606	0.295
Combinational	0.0806	1.57	0.166	0.0854
-- through the flow --
stage | power, mW | hold slack [ns] | std cells
2_1_floorplan | 1.02 | 0.545 | 773
3_3_place_gp | 1.08 | 0.587 | 1069
3_5_place_dp | 1.08 | 0.579 | 1069
4_1_cts | 1.70 | 0.606 | 1085
5_1_grt | 1.75 | 0.629 | 1085
6_report | 1.67 | 0.601 | 1085
-- sequential cells by signal (all words and copies together) (netlist names) --
| signal | flops |
|---|---|
| MPPsignal_out | 12 |
| i | 32 |
| i_digLF | 32 |
| i_press | 32 |
-- cell families after synthesis --
family / count (synthesis)
AOI/OAI and AO/OA: 127
xor gates and xnor gates: 90
adders and majority gates: 25
buffers and inverters: 93
DFF: 108
muxes: 7
and+or+nand+nor: 323
-- metal layers --
metal	track usage, %	vias to the layer above
met4	0.962	0
met5	0	-
li1	-	2827
met1	19.9	2671
met3	2.92	9
met2	19.7	116
-- synth_stat cells, types with 6 or more instances --
master | number | share of area, %
edfxtp_1 | 96 | 39
nand2_1 | 54 | 2.7
xnor2_1 | 53 | 6.2
nor2_1 | 41 | 2.1
nand3_1 | 39 | 2.6
nand4_1 | 39 | 3.3
xor2_1 | 37 | 4.4
inv_1 | 33 | 1.7
nor3_1 | 29 | 2.0
clkbuf_1 | 25 | 1.3
ha_1 | 25 | 4.2
o21ai_0 | 25 | 1.7
a21oi_1 | 24 | 1.6
and3_1 | 18 | 1.5
nor4_1 | 16 | 1.3
buf_2 | 15 | 1.0
buf_4 | 14 | 1.4
nor2b_1 | 13 | 1.1
dfxtp_1 | 12 | 3.2
or2_2 | 10 | 0.84
and4_1 | 9 | 1.1
o211ai_1 | 8 | 0.81
o31ai_1 | 8 | 0.81
nand2b_1 | 7 | 0.59
nor3b_1 | 7 | 0.71
a211oi_1 | 6 | 0.61
a31oi_1 | 6 | 0.51
mux2i_1 | 6 | 0.81
or3_1 | 6 | 0.51
-- how the worst max path moves through the flow --
stage	to	slack [ns]	depth (start not counted)
4_1_cts	i_digLF[1]$_SDFFCE_PN0P_	2.75	7
5_1_grt	i_digLF[1]$_SDFFCE_PN0P_	2.47	7
6_report	i_digLF[1]$_SDFFCE_PN0P_	2.73	7
Power figures rest on the tool's default switching activity, not on a simulated workload.
