--- /design/flow/config.mk ---
export PLATFORM = sky130hd
export DESIGN_NAME = MPPTailHover
export DESIGN_NICKNAME = MPPTailHover
export VERILOG_FILES = /design/flow/design.v
export SDC_FILE = /design/flow/constraint.sdc
export NUM_CORES = 4
export LEC_CHECK = 1
export CORE_UTILIZATION = 50
--- /design/flow/constraint.sdc ---
current_design MPPTailHover

set clk_period 10.2
set clk_io_pct 0.2

create_clock -name clk0 -period $clk_period [get_ports {clk}]

set non_clock_inputs [all_inputs -no_clocks]
set_input_delay [expr $clk_period * $clk_io_pct] -clock clk0 $non_clock_inputs
set_output_delay [expr $clk_period * $clk_io_pct] -clock clk0 [all_outputs]
--- /design/flow/run.sh ---
#!/bin/bash
# OpenROAD 26Q1-2900-gdf79404cd8, Yosys 0.63+post, stock flow scripts
make -C /OpenROAD-flow-scripts/flow DESIGN_CONFIG=/design/flow/config.mk WORK_HOME=/design/flow/orfs finish
--- /design/flow/design.v ---
module MPPTailHover (clk,enableBeacon,enableDigitalLF,MPPsignal_out);
    input clk;
    input enableBeacon;
	input enableDigitalLF;
    output signed [23:0] MPPsignal_out;
    reg signed [23:0] BeaconData [0:39];
	reg signed [23:0] DigitalLF [0:22];
    integer i;
	integer i_digLF;
    reg signed [23:0] MPPsignal_out; 
    initial begin
        i = 0;
	BeaconData[0] =  1920;BeaconData[1] =  1920;BeaconData[2] =  1920;BeaconData[3] =  1920;
	BeaconData[4] =  1920;BeaconData[5] =  1920;BeaconData[6] =  1920;BeaconData[7] =  1920;
	BeaconData[8] =  1580;BeaconData[9] =   798;BeaconData[10] =   -3;BeaconData[11] = -804;
	BeaconData[12] =-1585;BeaconData[13] =-1920;BeaconData[14] =-1920;BeaconData[15] =-1920;
	BeaconData[16] =-1920;BeaconData[17] =-1920;BeaconData[18] =-1920;BeaconData[19] =-1920;
	BeaconData[20] =-1920;BeaconData[21] =-1920;BeaconData[22] =-1920;BeaconData[23] =-1920;
	BeaconData[24] =-1920;BeaconData[25] =-1920;BeaconData[26] =-1920;BeaconData[27] =-1920;
	BeaconData[28] =-1577;BeaconData[29] = -798;BeaconData[30] =    3;BeaconData[31] =  804;
	BeaconData[32] = 1585;BeaconData[33] = 1920;BeaconData[34] = 1920;BeaconData[35] = 1920;
	BeaconData[36] = 1920;BeaconData[37] = 1920;BeaconData[38] = 1920;BeaconData[39] = 1920;
    end
	initial begin
		i_digLF = 0;
	DigitalLF[0]  = 1920;
	DigitalLF[1]  = 1920;
	DigitalLF[2]  = 1920;
	DigitalLF[3]  = 1920;
	DigitalLF[4]  = 1100;
	DigitalLF[5]  = -300;
	DigitalLF[6]  = -1600;
	DigitalLF[7]  = -1920;
	DigitalLF[8]  = -1920;
	DigitalLF[9]  = -1920;
	DigitalLF[10] = -1920;
	DigitalLF[11] = -1920;
	DigitalLF[12] = -1920;
	DigitalLF[13] = -1920;
	DigitalLF[14] = -1920;
	DigitalLF[15] = -1600;
	DigitalLF[16] = -300;
	DigitalLF[17] = 1100;
	DigitalLF[18] = 1920;
	DigitalLF[19] = 1920;
	DigitalLF[20] = 1920;
	DigitalLF[21] = 1920;
	DigitalLF[22] = 1920;
	end
    always@ (posedge(clk))
    begin
	if(enableBeacon)
	begin
		MPPsignal_out = BeaconData[i];
        i = i+ 1;
        if(i == 39)
           	i = 0;
	end
	else
		if (enableDigitalLF)
		begin
			MPPsignal_out = DigitalLF[i_digLF];
			i_digLF = i_digLF+1;
			if (i_digLF == 22)
				i_digLF = 0;
		end
		else
			MPPsignal_out = 0;
    end
endmodule
==> results.txt <==
Flow results.

- The leakage power figure is 0.00183 uW.
- The synthesized netlist contains 64 unique library cells.
- Logged for this run, the post-placement worst setup slack is 6.12 ns.
- Summing all non-filler instances in the final layout gives an area of 0.00548 mm2.
- The wire length of the first global-routing pass is 17000 um.
- The final worst setup slack is 6.49 ns.
- The post-placement cell area is 0.00524 mm2.
- The register bit total from synthesis is 76.
- In this run the register-to-register setup slack is 6.51 ns.
- Summing over every cut layer, the via total after detailed routing is 3731.
- The worst setup path is captured at a flip-flop.
- The kind of path behind the tightest hold check is reg -> reg.
- The number of antenna violations at the first check in global routing was 0.
- The placement row count is 36.
- The worst ir drop on vdd is 0.0949 mV.
- Looking at the reg2reg group, the worst path starts from i[5].
- The total number of H-tree levels is 3.
- At the pin with the least slew margin, the transition time is 0.844 ns.
- The depth of the worst register-to-register path is 7.
- Setup repair after global routing left no endpoint under its margin.
- The detailed placer reported the number of placed instances as 629.
- The pin count of the biggest net entering global routing is 37.
- The die height is 102 um.
- The final timing summary puts the cycle share of the worst path at 36.3%.
- The run finished with clean final reports.
- Per the detail_route report, inserted antenna diodes total 0.
- Detailed-route iteration 0 reported a violation count of 118.
- The highest clock rate this design can be run at is 270 MHz.
- The number of instances resized during post-cts repair is 0.
- TritonCTS reports the number of clock sinks as 76.
- The report lists the power per cell area as 132 mW/mm2.
- The number of buffers on the longest clock path is 2.
- The worst setup path startpoint is enableBeacon.
- After global routing, the most crowded layer is met1.
- The first-pass iteration count of the detailed router is 4.
- For reference, the most critical setup path is categorized as in -> reg.
- Port buffering added 26 buffers.
- The final count of negative-setup-slack endpoints is 0.
- According to the floorplan report, the placeable core area is 0.00973 mm2.
- Per the final timing report, the hold violations number 0.
- Before any placement, the netlist area is recorded as 0.00500 mm2.
- The number of ports placed on the die boundary is 27.
- The timing report gives the clock slew at the launch and capture registers of the worst setup and hold paths as 0.08 ns.
- The number of instances in the synthesized netlist is 502.
- The root buffer cell chosen for the clock tree is clkbuf_8.
- Summed over all layers, the global routing overflow is 0.
- The routed design shows a via density per instance of 5.78.
- The async set or reset register ratio after synthesis is 0%.
- The sequential-to-total area share from yosys stat is 43.3%.
- The most used flip-flop cell is edfxtp_1.
- Before placement the cells fill 51.4% of the core.
- The number of max-slew violations in the final report is 0.
- The estimated wirelength of the detail-placed design is 7060 um.
- The normalized max-slew margin is 43.2%.
- After floorplanning, the die was sized to cover 0.0104 mm2.
- After detailed routing, the average wire length per cell comes to 15.7 um.
- Post-CTS timing repair inserted 0 buffers for setup.
- For this run, global-route usage on met1 was measured as 38.1%.
- The worst clock skew on the final layout is 0.00856 ns.
- The post-CTS hold buffer count recorded in the log is 0.
- Data arrives at the worst endpoint at 3.93 ns.
- The TritonCTS clock tree is done.
- The placer congestion estimate is 0.962.
- The number of buffers added by the clock tree synthesis step is 9.
- The average instance in the mapped netlist occupies 9.95 um2.
- Leaving out fill and tap cells, the most frequent cell in the layout is edfxtp_1.
- The share of the core filled with cells in the final layout is 56.3%.
- The final period demand of the worst path is 3.71 ns.
- The accumulated negative setup slack is 0 ns.
- The OpenROAD warning count is 36.
- The worst endpoint required time is 10.43 ns.
- The number of warnings issued by yosys is 1.
- The most critical setup path has its endpoint at MPPsignal_out[2].
- The clock insertion delay at the later pin of the skew report is 0.34 ns.
- The die width is 102 um.
- TritonRoute reported its final design rule violation total as 0.
- In the Yosys report the total cell count is 502.
- Once detail routing completed, the nets flagged for antenna violations numbered 0.
- The synthesis area per yosys is 0.00500 mm2.
- The layout overhead on the synthesized area is 9.61%.
- The endpoint identified for the worst register-to-register timing path is i[1].
- Of the cells placed in the final design, the portion with a size suffix greater than 1 is 8.79%.
- In this run the maximum-capacitance check reported violations numbering 0.
- The met2 track demand over resource in global routing is 30.7%.
- After detailed routing, the total wire length is 10100 um.
- The finished layout holds 645 standard cells, fillers aside.
- The number of enable flip-flop cells is 64.
- The highest net fanout along the worst path is 36.
- The most common logic cells in the final layout are 64 x edfxtp_1, 38 x xnor2_1, 33 x nand3_1.
- The number of global-route vias before repair is 3394.
- STA classifies the critical path startpoint as an input pin.
- The global routing usage on met3 is 2.43%.
- The overall global routing resource usage is 21.5%.
[synth_stat cells, types with 3 or more instances]
cell type,count,area (um2)
a31oi_1,3,18.8
nand2b_1,4,25.0
edfxtp_1,64,1920
nor2_1,29,109
o21ai_0,18,90.1
mux2i_1,4,40.0
ha_1,15,188
nand3_1,33,165
a21oi_1,16,80.1
clkbuf_1,10,37.5
nand2_1,31,116
xor2_1,19,166
inv_1,21,78.8
o211ai_1,3,22.5
and4_1,6,52.6
a22oi_1,3,22.5
and3_1,13,81.3
nor4_2,4,50.1
nor3_2,4,40.0
o22ai_1,6,37.5
buf_2,9,45.0
or3_1,3,18.8
o2111ai_1,5,43.8
xnor2_1,38,333
nor3b_1,8,60.1
or2_2,5,31.3
dfxtp_1,12,240
nor4_1,11,68.8
nor3_1,12,60.1
nand4_1,30,188
and2_1,3,18.8
nor2b_1,7,43.8
buf_4,13,97.6
[power by group]
group / switching [uW] / total, uW / internal [uW]
clock network: 109 / 256 / 146
registers: 28.7 / 386 / 357
logic: 37.5 / 79.1 / 41.6
total: 176 / 721 / 545
[layout make-up]
cell class                      instances  area, um2
Multi-Input combinational cell        371       2560
Clock buffer                           15        230
Timing Repair Buffer                   28        275
Inverter                               21       78.8
Sequential cell                        76       2160
Fill cell                             855       4250
Tap cell                              133        166
Clock inverter                          1       5.00
[state kept, by name, indices dropped and copies added, names as in the netlist]
signal and cells:
i 32, i_digLF 32, MPPsignal_out 12
[cell families (layout without fill, tap and decap cells)]
kind of cell / after synthesis / in the layout / share of synthesized area, %
xor gates and xnor gates: 57 / 57 / 9.99
adders and majority gates: 15 / 15 / 3.76
buffers and inverters: 55 / 65 / 5.51
and+or+nand+nor: 219 / 219 / 26.1
muxes: 6 / 6 / 1.25
DFF: 76 / 76 / 43.3
AOI/OAI and AO/OA: 74 / 74 / 10.2
[metrics by stage]
stage	hold WS (ns)	total power (uW)
2_1_floorplan	0.550	442
3_3_place_gp	0.576	471
3_5_place_dp	0.572	471
4_1_cts	0.597	731
5_1_grt	0.622	760
6_report	0.592	721
[layer usage]
| metal | routed length [um] | vias to the layer above |
|---|---|---|
| met5 | 0 | - |
| met4 | 142 | 0 |
| met3 | 419 | 13 |
| met2 | 4480 | 83 |
| met1 | 5080 | 1753 |
| li1 | - | 1882 |
[worst max-delay path, cell delays in order]
cell and delay, ns:
clkdlybuf4s50_1 0.45, buf_4 0.40, inv_1 0.24, nand2_1 0.19, inv_1 0.06, buf_4 0.26
o211ai_1 0.16, o21ai_0 0.12
[how the worst min path moves through the flow]
stage / cells after the start / slack [ns] / from / to
CTS: 1 / 0.60 / i[30] / i[30]
global route: 1 / 0.62 / i[31] / i[31]
finish: 1 / 0.59 / i[31] / i[31]
Power is estimated from default activity; no workload was simulated.
