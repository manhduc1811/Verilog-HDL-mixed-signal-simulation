==> /design/flow/design.v <==
module MPP20Beacon (Clk,enable,BeaconData_out);
    input Clk;
    input enable;
    output signed [23:0] BeaconData_out;
    reg signed [23:0] BeaconData [0:39];
    integer i;  
    reg signed [23:0] BeaconData_out; 
    initial begin
        i = 0;
	BeaconData[0] =  1920;BeaconData[1] =  1920;BeaconData[2] =  1920;BeaconData[3] =  1920;
	BeaconData[4] =  1920;BeaconData[5] =  1920;BeaconData[6] =  1920;BeaconData[7] =  1920;
	BeaconData[8] =  1580;BeaconData[9] =   798;BeaconData[10] =   -3;BeaconData[11] = -804;
	BeaconData[12] =-1585;BeaconData[13] =-1920;BeaconData[14] =-1920;BeaconData[15] =-1920;
	BeaconData[16] =-1920;BeaconData[17] =-1920;BeaconData[18] =-1920;BeaconData[19] =-1920;
	BeaconData[20] =-1920;BeaconData[21] =-1920;BeaconData[22] =-1920;BeaconData[23] =-1920;
	BeaconData[24] =-1920;BeaconData[25] =-1920;BeaconData[26] =-1920;BeaconData[27] =-1920;
	BeaconData[28] =-1577;BeaconData[29] = -798;BeaconData[30] =    3;BeaconData[31] =  804;
	BeaconData[32] = 1585;BeaconData[33] = 1920;BeaconData[34] = 1920;BeaconData[35] = 1920;
	BeaconData[36] = 1920;BeaconData[37] = 1920;BeaconData[38] = 1920;BeaconData[39] = 1920;
    end
    always@ (posedge(Clk))
    begin
	if(enable)
	begin
		BeaconData_out = BeaconData[i];
        	i = i+ 1;
        	if(i == 39)
            	i = 0;
	end
	else
		BeaconData_out = 0;
    end
endmodule
==> /design/flow/run.sh <==
#!/bin/bash
# OpenROAD 26Q1-2900-gdf79404cd8, Yosys 0.63+post, stock flow scripts
make -C /OpenROAD-flow-scripts/flow DESIGN_CONFIG=/design/flow/config.mk WORK_HOME=/design/flow/orfs finish
==> /design/flow/config.mk <==
export PLATFORM = sky130hd
export DESIGN_NAME = MPP20Beacon
export DESIGN_NICKNAME = MPP20Beacon
export VERILOG_FILES = /design/flow/design.v
export SDC_FILE = /design/flow/constraint.sdc
export NUM_CORES = 4
export LEC_CHECK = 1
export CORE_UTILIZATION = 40
==> /design/flow/constraint.sdc <==
current_design MPP20Beacon

set clk_period 5.1
set clk_io_pct 0.2

create_clock -name clk0 -period $clk_period [get_ports {Clk}]

set non_clock_inputs [all_inputs -no_clocks]
set_input_delay [expr $clk_period * $clk_io_pct] -clock clk0 $non_clock_inputs
set_output_delay [expr $clk_period * $clk_io_pct] -clock clk0 [all_outputs]
==> run summary <==
run metrics: outcome=finished, final reports clean, Final TNS setup=0 ps, Vias=2055, Pwr Density=260 nW/um^2, Core Util at FP=41.2%, Peak Freq=0.279 GHz, Core Footprint=6760 sq um, ys cells=289, Tcrit/Tclk final=70.2%, setup bufs post-CTS=0, path type of the worst min-delay path=flip-flop to flip-flop, Clock Latency Late Sink=300 ps, drt via density=5.45, H-Tree Level Count=2, aoi/oai-family share of the synthesized area=10.1%, type of origin of the critical path=flip-flop, post-route minimum period=3580 ps, Post-Syn Instances=289, adder share=3.15%, Post-Syn Area=2780 sq um, Top cells by area=edfxtp_1 (35%), dfxtp_1 (8.6%), xnor2_1 (5.0%), GP Congestion=0.865, vias in the first global route=1885, Syn Area/Cell=9.63 sq um, CTS tree=built, n_diodes=0, Warnings, synthesis=1, Remaining DRCs=0, first-pass GRT wire length=9250 um, TritonCTS Buffers=5, iteration tally of the first detailed-router pass=4, register area=1200 sq um, detailed placement HPWL=4020 um, Setup CP Type=flip-flop to flip-flop, clk sink count=44, crit-path max FO=10, logic area=1390 sq um, gr usage total=16.6%, Unique cell types=45, CTS max path bufs=2, Max IR drop VDD=0.137 mV, Post-synth ARST share=0%, IO buf count=25, Top Ports=26, CTS clk-pin slew, worst paths=80 ps, Die X=85.4 um, yosys simple share=24.9%, cell with the most instances after synthesis=edfxtp_1, largest net degree at the start of global routing=22, Hold Fails Final Rpt=0, share of layout cells above drive strength 1=7.74%, Slew Viols, Final=0, Filler cells=637, floorplan row count=30, LEAKAGE=1.10 nW, CP arrival=3620 ps, Final setup viols=0, clk_skew=8.29 ps, unrepaired setup endpoints after global routing=false, routed len/inst=14.8 um, max-cap violation count=0, ANT nets after route=0, drt first-iter violations=88, Post-DP Area=3000 sq um, Crit path required time=5140 ps, WL final=5590 um, post-synthesis sequential area ratio=43.1%, largest area contributor in the netlist=edfxtp_1, Post-synth EDFFs=32, Syn-to-layout area delta=11.5%, post-CTS sizing=0, grt ovf=0, design area=3100 sq um, die height=85.4 um, Most common reg cell=edfxtp_1, Slew headroom=45.7%, top cells by count=edfxtp_1 (32), nand2_1 (24), nor2_1 (21), xor+xnor area frac=9.75%, die area=7300 sq um, synthesized flop and latch total=44, chip area line of the yosys report=2780 sq um, Crit. End Element=flip-flop, antenna violations before repair=0, Mux area share=2.16%, comb area leader=simple AND/OR/NAND/NOR gates, Clock Root Buffer=clkbuf_8, area share of the largest cell type after synthesis=34.5%, number of logged tool warnings=30, Post-CTS Hold Fix Bufs=0, Worst-Margin Slew=809 ps
[layout by cell type, fill, tap and decap left out, types with 2 or more instances in the layout]
master and instances:
edfxtp_1 32, clkdlybuf4s50_1 25, nand2_1 24, nor2_1 21, nand3_1 18, xnor2_1 16, xor2_1 15, o21ai_0 14
dfxtp_1 12, nand4_1 10, inv_1 9, nor3_1 8, ha_1 7, mux2i_1 6, or2_2 6, a21oi_1 6
nor4_1 6, a31oi_1 6, nor2b_1 5, clkbuf_8 5, and3_1 4, a2111oi_0 3, a211oi_1 3, buf_4 3
o22a_1 2, nor4_4 2, and2_1 2, and4_1 2, or4_1 2, nand2b_1 2, o21a_1 2, o31a_1 2
nand4b_1 2
[layout make-up]
class	instances	share of cell area [%]
clock buffer	7	3.19
multi-input combinational	208	44.8
tap	80	3.23
clock inverter	1	0.161
inverter	9	1.09
sequential	44	38.7
timing repair buffer	28	8.79
[registers in the layout (all words and copies together), names as in the netlist]
signal          flops
BeaconData_out     12
i                  32
[worst paths after layout]
path | from | end | slack, ps | cells after the start
hold / removal | i[31] | i[31] | 650 | 1
setup / recovery | i[0] | i[2] | 1520 | 8
hold reg to reg | i[31] | i[31] | 650 | 1
setup reg to reg | i[0] | i[2] | 1520 | 8
[cells by family after synthesis]
logic type / count (synthesis)
flops: 44
compound gates: 43
xor+xnor: 31
simple gates: 121
mux: 6
buf+inv: 37
fa+ha+maj: 7
[routing by layer]
| layer | share of wire (%) | global-route usage [%] | wire length (um) | up-vias |
|---|---|---|---|---|
| met2 | 46 | 25.7 | 2550 | 44 |
| met5 | 0 | 0 | 0 | - |
| met4 | 1.1 | 1.36 | 59 | 0 |
| met3 | 4.6 | 2.96 | 257 | 5 |
| met1 | 49 | 26.6 | 2730 | 951 |
| li1 | - | - | - | 1055 |
[critical path, cell delays in order (launching register included)]
cell and delay [ps]:
edfxtp_1 560, ha_1 290, nand4_2 210, or4_1 730, nor2_1 250, mux2i_1 230
or4bb_1 540, nor4b_4 420, nor2b_1 80
[stage by stage]
step | setup WS [ps] | utilization [%] | power (mW) | hold slack [ps] | cells
floorplan | 1960 | - | 0.528 | 592 | 289
global placement | 1630 | 44.4 | 0.571 | 628 | 369
detailed placement | 1560 | 44.4 | 0.571 | 636 | 369
CTS | 1530 | 45.9 | 0.817 | 654 | 377
global route | 1260 | 45.9 | 0.851 | 676 | 377
finish | 1520 | 45.9 | 0.805 | 654 | 377
[where the power goes]
| group | switching, mW | total (mW) | internal [mW] | leakage, nW |
|---|---|---|---|---|
| logic | 0.0497 | 0.111 | 0.0612 | 0.636 |
| clock network | 0.115 | 0.243 | 0.127 | 0.0563 |
| registers | 0.0407 | 0.452 | 0.411 | 0.412 |
No activity file was given, so power comes from the tool's default toggle rates.
